==> design.v <==
module ALU(a,b,shamt,alu_func,alu_out,zero);
input [31:0]a;
input [31:0]b;
input [4:0]shamt;
input [3:0]alu_func;
output reg [31:0]alu_out;
output zero;
always @(*)begin
	case (alu_func)
	4'b0000 : alu_out <= a+b;
	4'b0001 : alu_out <= a-b;
	4'b0010 : alu_out <= b>>shamt;
	4'b0011 : alu_out <= b<<shamt;
	4'b0100 : alu_out <= a*b;
	4'b0101 : alu_out <= a&b;
	4'b0110 : alu_out <= a^b;
	4'b0111 : alu_out <= a|b;
	4'b1000 : alu_out <= b<<<shamt;
	4'b1001 : alu_out <= b>>>shamt;
	4'b1010 : alu_out <= (a<b) ? 1:0;
	4'b1011 : alu_out <= a;
	4'b1100 : alu_out <= (a>b) ? 0:1;
	4'b1101 : alu_out <= (a<b) ? 0:1;
	4'b1110 : alu_out <= (a!=b) ? 0:1;
	4'b1111 : alu_out <= (a==0) ? 0:1;
	default : alu_out <= 1'bz;
	endcase
end
assign zero = alu_out == 0 ? 1 : 0;
endmodule
==> run.sh <==
#!/bin/bash
# OpenROAD 26Q1-2900-gdf79404cd8, Yosys 0.63+post, stock flow scripts
make -C /OpenROAD-flow-scripts/flow DESIGN_CONFIG=/design/flow/config.mk WORK_HOME=/design/flow/orfs finish
==> constraint.sdc <==
current_design ALU

set clk_period 19.3
set clk_io_pct 0.2

create_clock -name clk0 -period $clk_period

set non_clock_inputs [all_inputs -no_clocks]
set_input_delay [expr $clk_period * $clk_io_pct] -clock clk0 $non_clock_inputs
set_output_delay [expr $clk_period * $clk_io_pct] -clock clk0 [all_outputs]
==> config.mk <==
export PLATFORM = sky130hd
export DESIGN_NAME = ALU
export DESIGN_NICKNAME = ALU
export VERILOG_FILES = /design/flow/design.v
export SDC_FILE = /design/flow/constraint.sdc
export NUM_CORES = 4
export LEC_CHECK = 1
export CORE_UTILIZATION = 40
==> notes.md <==
Results of the run.

The total placed cells including tap cells is 3927. According to the I/O placement log, the pin count is 106. In the final routed layout, each cell accounts on average for 30.1 µm. The number of antenna-violating nets in the routed design is 0. The number of global-route vias before repair is 24500. The flow ran to the end, and the final reports show no timing, DRC or antenna violations. The final hold violation count is 0. The OpenROAD warning count is 96. The sequential share of the synthesized area is 0. The detailed router reported a total wirelength of 118000 µm.

The slowest stage of the critical path belongs to the cell sky130_fd_sc_hd__inv_1. The final weighted congestion recorded by global placement is 1.08. The most heavily used metal layer in global routing is met2.

The first-iteration detailed-routing DRC count is 2227. The pin closest to its max-slew limit shows a slew of 1.17 ns. The number of rows created at floorplan is 90. The worst hold-check path type is in2out. In this design, the largest share of critical-path delay is due to adder cells.

For the finished layout, the period the worst path requires is 17.75 ns. The number of antenna violations at the first check in global routing came to 2. The number of standard cells after synthesis is 3125. STA classifies the critical path endpoint as an output port. Per the detail_route report, the via count comes to 24200.

The relative max-transition margin is 0.197. Between the synthesized netlist and the finished layout, the area growth was recorded as 8.25%. In this design, the critical path's most frequently occurring cell is sky130_fd_sc_hd__fa_1. The accumulated negative setup slack is 0 ns. The setup path with the least slack is of type in2out. The clock buffer count is 0.

The share of the core area taken by cells at floorplan is 0.406. Per the detail_route report, vias per standard cell equal 6.16. The met1 routing resource usage after global routing is 0.537. For this run, the number of standard cells in the final layout without fillers is 3931.

The first-pass iteration count of the detailed router is 6. At the worst endpoint, the required time is 15.44 ns. The count of pins over their slew limit is 0.

Per the timing report, the biggest fanout along the worst path comes to 21. The total of buffers placed on input and output ports is 106. For this run, the top clock speed supported by timing is 0.0563 GHz. The combined area of all synthesized cells is 24500 µm². Across the run, the number of max-cap violations was 0.

Once the clock tree was built, the resizer swapped 0 gates to a different size. Measured along the y axis, the die boundary spans 250 µm. Per the layout area report, the register area comes to 0 µm².

The final report lists the setup-violating endpoint count as 0. The largest single stage delay on the critical path is 0.89 ns. For this run, the total global-route usage over all layers was measured as 0.403.

The layout summary lists the proportion of cells stronger than drive strength 1 as 0.0706. The die extent in x is 250 µm. The post-CTS setup buffer count is 0. The first global-routing pass estimated 173000 µm of wire. The remaining global-route overflow is 0.

The average instance area after synthesis is 7.85 µm². The cell count in the Yosys report is 3125. The final period utilization is 0.920.

For this run, design rule violations remaining after detail routing come to 0. The critical path arrival is 13.89 ns. According to the floorplan report, the placeable core area is 60500 µm². The report puts the hold buffer count at CTS at 0. The routing usage on met2 is 0.566.

The wire-length estimate of the detail-placed layout is 92400 µm. The post-synthesis chip area from yosys is 24500 µm². Setup repair after global routing left no endpoint under its margin.

The pin count of the biggest net entering global routing is 53. The total die size is 62300 µm². According to the cell report, flip-flops and latches in the layout number 0. The buffers plus inverters on the worst setup path is 5. The startpoint type of the worst setup path is an input port. The synthesis report lists the Yosys warning total as 2. The number of distinct standard cells referenced by the synthesized netlist is 107. The global-route track usage on met3 is 0.185.
-- path summary, 6_finish.rpt --
check	cells past startpoint	from	slack, ns	to
worst min-delay path	4	shamt[3]	8.83	alu_out[4]
worst max-delay path	26	b[7]	1.55	zero
-- per-layer routing --
layer	share of wire	routed length, µm	up-vias
met3	0.14	16500	396
met1	0.38	44600	11900
met2	0.42	49900	1611
met5	0.00083	98	-
met4	0.061	7210	6
li1	-	-	10300
-- layout make-up --
type | instances | area, µm²
Fill cell | 6145 | 33900
Multi-Input combinational cell | 2430 | 21800
Timing Repair Buffer | 229 | 1960
Inverter | 486 | 1830
Tap cell | 782 | 978
Antenna cell | 4 | 10.0
-- cell families (layout without fill, tap and decap cells) --
family	after synthesis	in the layout	share of synthesized area
AOI/OAI and AO/OA	570	570	0.163
xor gates and xnor gates	99	99	0.0353
adders and majority gates	629	629	0.446
buffers and inverters	695	715	0.114
muxes	98	98	0.0573
other	0	4	0
and+or+nand+nor	1034	1034	0.185
-- worst min-delay path, delay by kind of cell --
| family | cells | cell delay, ns |
|---|---|---|
| buffers and inverters | 2 | 0.72 |
| AND-OR/OR-AND | 2 | 0.39 |
-- placed cells by master, fill, tap and decap left out, types with 19 or more instances in the layout --
| cell type | Yosys | layout |
|---|---|---|
| sky130_fd_sc_hd__clkdlybuf4s50_1 | 0 | 101 |
| sky130_fd_sc_hd__nor2_1 | 441 | 440 |
| sky130_fd_sc_hd__o21ai_0 | 93 | 93 |
| sky130_fd_sc_hd__o211ai_1 | 29 | 29 |
| sky130_fd_sc_hd__buf_4 | 2 | 124 |
| sky130_fd_sc_hd__inv_1 | 466 | 466 |
| sky130_fd_sc_hd__xnor2_1 | 79 | 79 |
| sky130_fd_sc_hd__a31oi_1 | 21 | 21 |
| sky130_fd_sc_hd__a21oi_1 | 120 | 120 |
| sky130_fd_sc_hd__nor3_1 | 49 | 48 |
| sky130_fd_sc_hd__nand2b_1 | 28 | 28 |
| sky130_fd_sc_hd__nand2_1 | 344 | 344 |
| sky130_fd_sc_hd__mux2_2 | 19 | 19 |
| sky130_fd_sc_hd__mux2i_1 | 47 | 47 |
| sky130_fd_sc_hd__nand3_1 | 37 | 37 |
| sky130_fd_sc_hd__fa_1 | 410 | 410 |
| sky130_fd_sc_hd__xor2_1 | 20 | 20 |
| sky130_fd_sc_hd__a221oi_1 | 29 | 29 |
| sky130_fd_sc_hd__ha_1 | 219 | 219 |
| sky130_fd_sc_hd__a211oi_1 | 38 | 38 |
| sky130_fd_sc_hd__o22ai_1 | 22 | 22 |
| sky130_fd_sc_hd__mux4_2 | 28 | 28 |
-- cells in the mapped netlist (26+ instances only) --
master | count | share of area
sky130_fd_sc_hd__clkbuf_1 | 149 | 0.023
sky130_fd_sc_hd__mux2i_1 | 47 | 0.019
sky130_fd_sc_hd__ha_1 | 219 | 0.11
sky130_fd_sc_hd__nand2_1 | 344 | 0.053
sky130_fd_sc_hd__buf_2 | 26 | 0.0053
sky130_fd_sc_hd__o21ai_0 | 93 | 0.019
sky130_fd_sc_hd__nand3_1 | 37 | 0.0075
sky130_fd_sc_hd__a21oi_1 | 120 | 0.024
sky130_fd_sc_hd__inv_1 | 466 | 0.071
sky130_fd_sc_hd__o211ai_1 | 29 | 0.0089
sky130_fd_sc_hd__a221oi_1 | 29 | 0.010
sky130_fd_sc_hd__nand2b_1 | 28 | 0.0071
sky130_fd_sc_hd__fa_1 | 410 | 0.33
sky130_fd_sc_hd__xnor2_1 | 79 | 0.028
sky130_fd_sc_hd__a211oi_1 | 38 | 0.012
sky130_fd_sc_hd__nor2_1 | 441 | 0.067
sky130_fd_sc_hd__nor3_1 | 49 | 0.010
sky130_fd_sc_hd__mux4_2 | 28 | 0.026
-- stage by stage --
step                hold WS, ns   util  instance area [µm²]  setup slack [ns]
finish                     8.83  0.439                26600              1.55
CTS                        8.79  0.439                26500              1.70
detailed placement         8.77  0.439                26500              1.72
global route               8.88  0.439                26500              1.21
global placement           8.79  0.439                26500              1.87
floorplan                  7.96      -                24500              4.19
